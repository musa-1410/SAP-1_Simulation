<file path="./design.v">
`timescale 1ns/1ps  
module memory(  
    input clk,  
    input [3:0] addr,  
    input mem_read,  
    input mem_write,  
    input [7:0] data_in,  
    output reg [7:0] data_out  
);  
reg [7:0] mem [0:15];  
initial begin
    data_out = 8'h00;
end
always @(posedge clk) begin  
    if (mem_write) 
        mem[addr] <= data_in;
    if (mem_read) 
        data_out <= mem[addr];  
end  
initial begin  
    mem[0] = 8'b0000_1010;  
    mem[1] = 8'b0001_1011;  
    mem[2] = 8'b0010_1100;  
    mem[3] = 8'b0011_1101;  
    mem[4] = 8'b0100_1110;  
    mem[5] = 8'b0101_1111;  
    mem[6] = 8'b0110_1000;  
    mem[7] = 8'b0111_0000;  
    mem[8] = 8'b1110_0000;  
    mem[9] = 8'b1111_0000;  
    mem[10] = 8'h0A;  
    mem[11] = 8'h05;  
    mem[12] = 8'h03;  
    mem[13] = 8'h0C;  
    mem[14] = 8'h03;  
    mem[15] = 8'h05;  
end
endmodule
</file>
<file path="./run.sh">
#!/bin/bash
# OpenROAD 26Q1-2900-gdf79404cd8, Yosys 0.63+post, stock flow scripts
make -C /OpenROAD-flow-scripts/flow DESIGN_CONFIG=/design/flow/config.mk WORK_HOME=/design/flow/orfs finish
</file>
<file path="./config.mk">
export PLATFORM = sky130hd
export DESIGN_NAME = memory
export DESIGN_NICKNAME = memory
export VERILOG_FILES = /design/flow/design.v
export SDC_FILE = /design/flow/constraint.sdc
export NUM_CORES = 4
export LEC_CHECK = 1
export CORE_UTILIZATION = 50
</file>
<file path="./constraint.sdc">
current_design memory

set clk_period 3.0
set clk_io_pct 0.2

create_clock -name clk0 -period $clk_period [get_ports {clk}]

set non_clock_inputs [all_inputs -no_clocks]
set_input_delay [expr $clk_period * $clk_io_pct] -clock clk0 $non_clock_inputs
set_output_delay [expr $clk_period * $clk_io_pct] -clock clk0 [all_outputs]
</file>
==> impl_metrics.json <==
{
  "status": "completed",
  "regArea_um2": 4084,
  "numCtsBuffers": 17,
  "post-route-min-period_ps": 1942,
  "cts_sinks": 136,
  "cts.clk_slew.worst_paths_ps": 60,
  "area_leaders": "edfxtp_1 (79%), mux4_2 (14%), a22oi_1 (2.3%)",
  "routed-via-count": 2386,
  "drt_iter0_markers": 93,
  "dieArea_um2": 10710,
  "tns_ps": 0,
  "area_growth_pct": 21.32,
  "startpoint": "addr[0]",
  "ir_worst_vdd_mv": 0.3136,
  "worst-path-buf-inv": 2,
  "synth_cells": 230,
  "post_drt_wl_per_cell_um": 22.45,
  "ys_warn_count": 1,
  "met3WireLength_um": 959,
  "power_density_nw_per_um2": 716.4,
  "cts_htree_levels": 4,
  "clk_path_buf_depth": 2,
  "ys.flops": 136,
  "dpl.hpwl_mm": 5.751,
  "met1Wirelength_mm": 3.920,
  "cts_tree": "done",
  "grt_pass1_vias": 2540,
  "crit_path_end_kind": "flop",
  "ys_types": 17,
  "post_cts_buffers": 0,
  "grt-ovfl-total": 0,
  "comb_area_um2": 1003,
  "drc": 0,
  "io_buffers": 22,
  "r2r_start": "mem[7][3]",
  "antenna_cells": 0,
  "hold_class": "flop to flop",
  "wl_met2_mm": 4.515,
  "openroad.warnings": 25,
  "num_rows": 36,
  "setup_viol": 0,
  "crit_path_start_kind": "input port",
  "ff2ff_path_depth": 3,
  "crit_path_max_incr_delay_ps": 560,
  "vias_per_cell": 5.614,
  "fp_util_pct": 52.18,
  "fp.dieW_um": 103.5,
  "ioPinCount": 23,
  "cts_root_buf": "clkbuf_8",
  "maxCapViolCount": 0,
  "ys_seq_share_pct": 79.34,
  "criticalPathCategory": "input port to flop",
  "ys_cells": 230,
  "worst-slew-pin-transition_ps": 690.7,
  "postSynthAreaPerCell_um2": 22.38,
  "critical-path-top-delay-family": "buffers and inverters",
  "report.final.hold_viol_count": 0,
  "hold_ws_ps": 767.4,
  "nFillCells": 662,
  "rr_endpoint": "data_out[3]",
  "min_period_over_period_pct": 64.74,
  "crit_chain": "buf_2 > buf_12 > mux4_2 > a22oi_1 > nand2_1",
  "grt_first_pass_wirelength_mm": 14.37,
  "gp_congestion": 0.7853,
  "fmax_mhz": 514.9,
  "antenna_found_initial": 0,
  "ant_nets": 0,
  "grt_max_degree": 23,
  "clock_skew_ps": 4.940,
  "rsz0062_at_grt": "false",
  "first_pass_iters": 4,
  "die_h_um": 103.5,
  "yosys_area_um2": 5147,
  "drv_slew": 0,
  "netlist_area_um2": 5147,
  "coreArea_um2": 9864,
  "critPathMaxFanout": 19,
  "top_area_cell": "edfxtp_1",
  "cts_resized": 0,
  "crit_path_top_delay_cell": "mux4_2",
  "layout-drive-gt1-share_pct": 28.77,
  "slew_headroom_pct": 53.86,
  "top_cell_area_share_pct": 79.34,
  "required_ps": 3240,
  "clk_latency_ps": 500,
  "grt_usage_pct": 21.95,
  "cp.arrival_ps": 2180,
  "cts_hold_buf": 0,
  "maxUsedRoutingLayer": "met4",
  "routed_wl_mm": 9.541,
  "cp-endpoint": "data_out[4]",
  "power.leakage_nw": 2.031,
  "r2r_slack_ps": 1460,
  "cp_num_cells": 5
}
## final cells by class
cell class	count	area share, %
Sequential cell	136	65.40
Multi-Input combinational cell	83	16.07
Clock buffer	17	6.632
Timing Repair Buffer	41	6.051
Clock inverter	15	3.186
Tap cell	133	2.665
## tightest hold or removal path, stage by stage (launching register included)
cell,delay (ps)
edfxtp_1,310
mux4_2,220
a22oi_1,80
nand2_1,60
## stage by stage
step	total power [W]	worst slack, ps	util [%]	instances	area [um2]
after floorplan	0.002295	907.0	-	230	5147
after global placement	0.002404	534.2	57.09	393	5632
after detailed placement	0.002407	542.3	57.09	393	5632
after CTS	0.004516	1051	63.31	425	6245
after global routing	0.004613	981.7	63.31	425	6245
final	0.004474	1058	63.31	425	6245
## worst min-delay path by stage
stage              start          end  slack, ps  cells past startpoint
finish        mem[11][3]  data_out[3]        770                      3
global route  mem[11][3]  data_out[3]        800                      3
CTS            mem[8][2]  data_out[2]        770                      3
## cells in the final DEF, fill, tap and decap left out, types with 3 or more instances in the layout
cell type,count
edfxtp_1,136
a22oi_1,16
mux4_2,32
inv_6,3
nor2_1,13
clkdlybuf4s50_1,20
nand2_1,9
nor3_1,4
bufinv_16,4
buf_4,17
clkinvlp_4,3
clkbuf_16,16
## layer usage
layer | vias up | GRT usage (%)
li1 | 1072 | -
met1 | 1217 | 35.99
met2 | 89 | 30.26
met3 | 8 | 12.57
met4 | 0 | 3.684
met5 | - | 0
## registers in the layout, summed over array words and instances (netlist names)
signal and cells:
mem 128, data_out 8
## cells by family after synthesis
| group | synth area share, % |
|---|---|
| AND-OR/OR-AND | 2.334 |
| flip-flops | 79.34 |
| AND/OR/NAND/NOR | 3.160 |
| multiplexers | 14.00 |
| buffers and inverters | 1.167 |
## Yosys cell counts
cell        n
nor2_1     13
buf_2       2
nand3_1     1
clkbuf_2    1
nand2_1     9
nand3b_1    2
or3b_2      1
buf_1       4
clkbuf_1    2
buf_6       2
nand2b_1    2
nor2b_1     2
and2_1      1
nor3_1      4
edfxtp_1  136
a22oi_1    16
mux4_2     32
## report_power, final
| part | internal (W) | total, W | switching (W) |
|---|---|---|---|
| Clock | 0.00135 | 0.00211 | 0.000757 |
| Combinational | 0.0000999 | 0.000214 | 0.000114 |
| Sequential | 0.00214 | 0.00215 | 0.00000924 |
| Total | 0.00359 | 0.00447 | 0.000880 |
Power and IR drop assume default switching activity.
