### ./run.sh
#!/bin/bash
# OpenROAD 26Q1-2900-gdf79404cd8, Yosys 0.63+post, stock flow scripts
make -C /OpenROAD-flow-scripts/flow DESIGN_CONFIG=/design/flow/config.mk WORK_HOME=/design/flow/orfs finish
### ./design.v
module control_unit(
    input clk,
    input reset,
    input [3:0] opcode,
    input zero_flag,
    output reg pc_inc,
    output reg pc_jmp,
    output reg mem_read,
    output reg acc_load,
    output reg b_load,
    output reg [2:0] alu_op,
    output reg out_load,
    output [1:0] state   
);
parameter FETCH = 2'b00, DECODE = 2'b01, EXECUTE = 2'b10;
reg [1:0] current_state, next_state;
always @(posedge clk or posedge reset) begin
    if (reset) current_state <= FETCH;
    else current_state <= next_state;
end
always @(*) begin
    pc_inc = 1'b0;
    pc_jmp = 1'b0;
    mem_read = 1'b0;
    acc_load = 1'b0;
    b_load = 1'b0;
    alu_op = 3'b000;
    out_load = 1'b0;
    next_state = current_state;
    case(current_state)
        FETCH: begin
            mem_read = 1'b1;
            next_state = DECODE;
        end
        DECODE: begin
            next_state = EXECUTE;
        end
        EXECUTE: begin
            case(opcode)
                4'b0000: begin  
                    mem_read = 1'b1;
                    acc_load = 1'b1;
                    pc_inc = 1'b1;
                end
                4'b0001: begin  
                    mem_read = 1'b1;
                    b_load = 1'b1;
                    alu_op = 3'b000;
                    acc_load = 1'b1;
                    pc_inc = 1'b1;
                end
                4'b0010: begin  
                    mem_read = 1'b1;
                    b_load = 1'b1;
                    alu_op = 3'b001;
                    acc_load = 1'b1;
                    pc_inc = 1'b1;
                end
                4'b0011: begin  
                    mem_read = 1'b1;
                    b_load = 1'b1;
                    alu_op = 3'b010;
                    acc_load = 1'b1;
                    pc_inc = 1'b1;
                end
                4'b0100: begin  
                    mem_read = 1'b1;
                    b_load = 1'b1;
                    alu_op = 3'b011;
                    acc_load = 1'b1;
                    pc_inc = 1'b1;
                end
                4'b0101: begin  
                    mem_read = 1'b1;
                    b_load = 1'b1;
                    alu_op = 3'b100;
                    acc_load = 1'b1;
                    pc_inc = 1'b1;
                end
                4'b0110: begin  
                    pc_jmp = 1'b1;
                    pc_inc = 1'b0;
                end
                4'b0111: begin  
                    pc_jmp = zero_flag;
                    pc_inc = ~zero_flag;
                end
                4'b1110: begin  
                    out_load = 1'b1;
                    pc_inc = 1'b1;
                end
                default: begin  
                end
            endcase
            next_state = FETCH;
        end
    endcase
end
assign state = current_state;
endmodule
### ./constraint.sdc
current_design control_unit

set clk_period 2.5
set clk_io_pct 0.2

create_clock -name clk0 -period $clk_period [get_ports {clk}]

set non_clock_inputs [all_inputs -no_clocks]
set_input_delay [expr $clk_period * $clk_io_pct] -clock clk0 $non_clock_inputs
set_output_delay [expr $clk_period * $clk_io_pct] -clock clk0 [all_outputs]
### ./config.mk
export PLATFORM = sky130hd
export DESIGN_NAME = control_unit
export DESIGN_NICKNAME = control_unit
export VERILOG_FILES = /design/flow/design.v
export SDC_FILE = /design/flow/constraint.sdc
export NUM_CORES = 4
export LEC_CHECK = 1
export CORE_AREA = 10 10 70 70
export DIE_AREA = 0 0 80 80
==> results.py <==
# Synthesis and PnR figures
metrics = {
    "run_status": {
        "status": "complete, no violations",
    },
    "hold_path": {
        "hold_class": "input port to asynchronous set/reset pin",
    },
    "global_route": {
        "grt_max_degree": 6,
        "gr-total-overflow": 0,
        "grt_pass1_wl_microns": 1300,
        "met3_usage": 0.0114,
        "grt.busiest_layer": "met1",
        "grtUsageMet2": 0.0305,
        "grt_pass1_vias": 288,
        "use_met1": 0.0359,
        "antenna_found_initial": 0,
        "track_usage": 0.0248,
    },
    "critical_path": {
        "reg2reg_from": "current_state[1]$_DFFE_PP0P_",
        "critPathMaxFanout": 3,
        "reg2reg_depth": 2,
        "r2r_slack_ns": 1.44,
        "endpoint_kind": "primary output",
        "cp-start-kind": "input port",
        "rr_endpoint": "current_state[1]$_DFFE_PP0P_",
        "required_ns": 2.00,
        "arrival_ns": 1.87,
        "criticalPathCategory": "input port to primary output",
    },
    "synthesis": {
        "logic_family": "simple AND/OR/NAND/NOR gates",
        "simple_gate_share": 0.389,
        "synth_cells": 31,
        "ys_seq_frac": 0.197,
        "synth_stat.cells": 31,
        "synth-xor-area-share": 0.0345,
        "aoi_share": 0.0394,
        "ys_warn_count": 1,
        "yosys_area_sq_um": 254,
        "synth_adder_area_share": 0.197,
        "ys.flops": 2,
        "synthDistinctLibCells": 17,
        "syn-cell-area_sq_um": 254,
        "muxShareOfSynthArea": 0.0837,
        "avgSynthCellArea_sq_um": 8.19,
    },
    "floorplan": {
        "die_w_microns": 80,
        "num_rows": 21,
        "ios": 18,
        "core_util_floorplan": 0.0744,
        "coreArea_sq_mm": 0.00342,
        "die_y_microns": 80,
        "die_area_sq_mm": 0.00640,
    },
    "detailed_routing": {
        "drt-vias-per-instance": 2.85,
        "ant_nets": 0,
        "num_vias": 285,
        "firstDrtPassIters": 2,
        "drc_errors": 0,
        "antenna_cells": 0,
        "drt-total-wl_microns": 838,
        "wire_per_inst_microns": 8.38,
        "drt_iter0_drc": 1,
    },
    "place": {
        "dpl.cell_count": 97,
        "place_ws_ns": 0.0251,
        "gp_congestion": 0.764,
        "post_dp_cell_area_sq_um": 504,
        "portBuffers": 17,
        "dp_hpwl_microns": 684,
    },
    "clock_tree": {
        "htreeDepth": 1,
        "cts.sinks": 2,
        "holdBufCountCts": 0,
        "cts_buffers": 3,
        "clk_pin_slew_ns": 0.03,
        "cts_tree": "done",
        "ctsRootBufferMaster": "clkbuf_4",
        "cts.path.max_buffers": 2,
        "clk_latency_ns": 0.22,
    },
    "sta": {
        "fin_skew_ns": 0.000556,
        "setup_ws_ns": 0.132,
        "slew_violations": 0,
        "max_freq_ghz": 0.422,
        "rsz0062_at_grt": "no",
        "worstMarginPinSlew_ns": 0.177,
        "finalHoldViolations": 0,
        "finalCriticalPeriod_ns": 2.37,
        "tns_ns": 0,
        "setup_violations": 0,
        "holdWs_ns": 0.425,
        "min_period_over_period": 0.947,
        "slew_headroom": 0.881,
    },
    "power_and_ir_drop": {
        "p_per_area_mw_per_mm2": 236,
        "ir_drop_mv": 0.188,
        "p_switching_mw": 0.0280,
        "p_leak_nw": 0.233,
        "power_mw": 0.128,
        "clkPwrFrac": 0.565,
        "seqPwrFrac": 0.255,
        "pwr-share-comb": 0.180,
        "switching_share": 0.219,
        "internal_power_mw": 0.100,
    },
    "finish": {
        "drive_gt1_frac": 0.222,
        "fin_util": 0.159,
        "area_growth_pct": 114,
        "lay_top_count": "clkdlybuf4s50_1",
        "largest_register": "current_state",
        "largest_reg_flops": 2,
        "stdcell_area_sq_um": 543,
        "final_cells": 100,
        "reg_top3": "current_state (2)",
        "final_cell_mix": "14 x clkdlybuf4s50_1, 4 x inv_1, 4 x ha_1",
    },
    "job": {
        "warnings": 28,
        "drv_cap": 0,
    },
}
-- what timing repair did --
| item | in CTS | in global routing |
|---|---|---|
| gates resized | 0 | 6 |
| buffers inserted | 0 | 0 |
| setup endpoints to repair | 0 | 4 |
-- synthesized netlist by cell type (all sizes together) --
cell	instances	area share
mux2i	1	0.039
nor2	1	0.015
and4b	1	0.044
nor3	4	0.099
nor2b	2	0.049
dfrtp	2	0.20
a21oi	1	0.020
or3b	1	0.034
nand2	3	0.044
mux2	1	0.044
ha	4	0.20
xnor2	1	0.034
nand2b	3	0.074
inv	4	0.059
nand3b	1	0.030
o21ai	1	0.020
-- critical path, stage by stage --
cell and delay, ns:
clkdlybuf4s50_1 0.45, nand2b_1 0.21, nor3_1 0.20, clkdlybuf4s50_1 0.51
-- per-layer routing --
layer  vias to the layer above  routed length (microns)
li1                        148                        -
met3                         2                      109
met4                         0                       13
met5                         -                        0
met1                       116                      438
met2                        19                      277
-- power by group through the flow --
stage	clock network (mW)	logic (mW)	registers [mW]
4_1_cts	0.0785	0.0227	0.0326
5_1_grt	0.0807	0.0252	0.0326
6_report	0.0724	0.0231	0.0326
-- layout make-up --
| class | instances | area [sq um] |
|---|---|---|
| sequential | 2 | 50.0 |
| tap | 46 | 57.6 |
| multi-input combinational | 25 | 198 |
| timing repair buffer | 20 | 200 |
| fill | 396 | 2870 |
| clock buffer | 3 | 22.5 |
| inverter | 4 | 15.0 |
-- worst max path at each step --
stage,depth (start not counted),to,startpoint
6_report,4,alu_op[0],opcode[3]
5_1_grt,6,b_load,current_state[0]$_DFFE_PP0P_
4_1_cts,4,alu_op[1],opcode[2]
-- cells by family (layout without fill, tap and decap cells) --
logic type,Yosys count,count (layout)
AOI/OAI and AO/OA,2,2
xor gates and xnor gates,1,1
adders and majority gates,4,4
buffers and inverters,4,27
DFF,2,2
muxes,2,2
and+or+nand+nor,16,16
Power is estimated from default activity; no workload was simulated.
