<file path="design/flow/design.v">
`timescale 1ns/1ps  
module alu(  
    input [7:0] a,  
    input [7:0] b,  
    input [2:0] op,  
    output reg [7:0] result  
);  
always @(*) begin  
    case(op)  
        3'b000: result = a + b;     
        3'b001: result = a - b;     
        3'b010: result = a & b;     
        3'b011: result = a | b;     
        3'b100: result = a ^ b;     
        default: result = a;        
    endcase  
end  
endmodule
</file>
<file path="design/flow/run.sh">
#!/bin/bash
# OpenROAD 26Q1-2900-gdf79404cd8, Yosys 0.63+post, stock flow scripts
make -C /OpenROAD-flow-scripts/flow DESIGN_CONFIG=/design/flow/config.mk WORK_HOME=/design/flow/orfs finish
</file>
<file path="design/flow/config.mk">
export PLATFORM = sky130hd
export DESIGN_NAME = alu
export DESIGN_NICKNAME = alu
export VERILOG_FILES = /design/flow/design.v
export SDC_FILE = /design/flow/constraint.sdc
export NUM_CORES = 4
export LEC_CHECK = 1
export CORE_AREA = 10 10 86 86
export DIE_AREA = 0 0 96 96
</file>
<file path="design/flow/constraint.sdc">
current_design alu

set clk_period 6.2
set clk_io_pct 0.2

create_clock -name clk0 -period $clk_period

set non_clock_inputs [all_inputs -no_clocks]
set_input_delay [expr $clk_period * $clk_io_pct] -clock clk0 $non_clock_inputs
set_output_delay [expr $clk_period * $clk_io_pct] -clock clk0 [all_outputs]
</file>
==> impl_metrics.csv <==
group,metric,value,unit
outcome,status,"finished, final reports clean",
synth,yosysWarnings,1,
final_timing,timing.final.max_slew_violations,0,
setup_path,cp-start-kind,"input port",
floorplanning,design.portCount,27,
detailed_routing,detailedRoute.firstPassIterationCount,4,
floorplanning,floorplan.die.height,96,um
final_timing,worst_pin_slew,0.629,ns
run,warnings,41,
run,maxCapViolations,0,
setup_path,critPathCaptureType,"output port",
floorplanning,floorplan.die.width,96,um
global_route,first_global_vias,1097,
finish,drive_gt1_share,5.85,%
final_timing,min_tclk_post_route,5.43,ns
synth,simple_gate_area_share,19.4,%
pwr,peakVddDrop,0.0247,mV
floorplanning,initial_utilization,18.9,%
final_timing,rsz_0062_raised_after_global_routing,"no",
synth,syn-mean-instance-area,7.12,um2
synth,yosys.area_share.xor_xnor,9.20,%
final_timing,final-setup-viol-count,0,
setup_path,worstSetupEndpoint,"result[7]",
synth,topCombFamilyByArea,"adder cells",
hold_path,timing.hold.worst_path_depth,4,
synth,synth.mux.area_fraction,2.03,%
detailed_routing,avgViaCountPerCell,4.40,
global_route,antenna_violations_before_repair,0,
finish,filler_cells_inserted,635,
detailed_routing,total_routed_length,2.88,mm
final_timing,hold_viol,0,
place,placed_cells,243,
floorplanning,placeableCoreArea,0.00554,mm2
place,gp_congestion,0.873,
synth,gate_count_of_the_mapped_netlist,147,
setup_path,critical_path.max_fanout,6,
detailed_routing,post_drt_wl_per_cell,11.9,um
clocking,postCtsSetupBuffers,0,
synth,adder_cell_share_of_the_synthesized_area,30.6,%
setup_path,critPathArrivalTime,4.19,ns
final_timing,timing.slew.headroom,57.6,%
final_timing,min_period_over_period,87.6,%
final_timing,fmax,184,MHz
clocking,cts_repair_resize_count,0,
synth,ys_sh_aoi,29.6,%
finish,syn_to_final_growth,33.8,%
synth,yosys.area.top_type,"ha_1",
detailed_routing,num_vias,1069,
synth,synth.yosys.seq_area_share,0,%
detailed_routing,drc_errors,0,
global_route,all_layer_global_routing_usage,6.67,%
setup_path,startpoint,"b[0]",
detailed_routing,detailedRoute.firstIterationViolations,49,
hold_path,min-delay-path-class,"in -> out",
global_route,maximum_number_of_pins_on_one_net_before_global_route_repair,26,
pwr,static-leakage-power,0.614,nW
clocking,cts_hold_buffers,0,
finish,multi_input_comb_area,951,um2
floorplanning,core.rowCount,27,
pwr,power.total,0.119,mW
final_timing,finalSetupTns,0,ns
global_route,globalRouteOverflowTotal,0,
pwr,p_per_area,84.8,mW/mm2
finish,ff_latch_area,0,um2
synth,ys_types,39,
finish,final-instance-count-excl-fill,243,
setup_path,crit_required,4.96,ns
synth,yosys_cells,147,
floorplanning,die_area,0.00922,mm2
place,dp_hpwl,2.40,mm
detailed_routing,insertedDiodeCount,0,
global_route,grt_first_pass_wirelength,5.20,mm
synth,post-synth-top-area-fraction,28.7,%
detailed_routing,ant_nets,0,
synth,mappedNetlistArea,0.00105,mm2
setup_path,path_class,"in -> out",
place,port-buffer-count,27,
finish,nFlopsAndLatches,0,
synth,netlist_top_cells_area,"ha_1 (29%), xnor2_1 (8.4%), inv_1 (6.5%)",
finish,layout.clock_buffers,0,
synth,ys_area,0.00105,mm2
final cells by class:
cell class                 instances  area share (%)
multi-input combinational        123            67.9
timing repair buffer              30            20.9
tap                               72            6.43
inverter                          18            4.82
cell usage in the layout, fill, tap and decap left out:
master,n
o21a_1,6
fa_1,1
nand4_1,1
a41oi_2,1
or3_1,1
nand3_1,1
o21ai_0,6
a22o_1,1
buf_4,3
a31oi_1,2
nor2_1,17
mux2i_1,1
and3_1,1
a21oi_1,13
and2_1,1
xnor2_1,10
clkdlybuf4s50_1,27
inv_1,18
o22ai_1,5
nor3_1,2
xor2_1,1
nor3_2,1
o31ai_2,1
nor2b_1,2
and4_1,1
nand3b_1,3
a22oi_1,1
a221oi_1,1
a211oi_1,1
ha_1,24
o22a_1,1
a21o_1,3
a31o_2,1
o211ai_1,2
o21ba_2,1
nand2_1,7
nor3b_4,1
mux2_2,1
layer usage:
layer  vias up  track usage, %  wire [um]
met4         0               0          0
met5         -               0          0
met1       491            9.15       1440
met3         0            1.49        175
met2        14            11.1       1260
li1        564               -          -
per-stage QoR:
stage                     cell area (um2)  util (%)  setup slack, ns  hold slack (ns)
after floorplan                      1050         -             1.92             2.56
after detailed placement             1400      25.3            0.728             3.56
after CTS                            1400      25.3            0.699             3.56
after global placement               1400      25.3            0.762             3.55
after global routing                 1400      25.3            0.517             3.60
final                                1400      25.3            0.770             3.54
critical path, cell delays in order:
cell	delay, ns
clkdlybuf4s50_1	0.55
inv_1	0.08
ha_1	0.22
and3_1	0.19
a21oi_1	0.15
xnor2_1	0.14
ha_1	0.30
a21o_1	0.20
a31o_2	0.20
a21oi_1	0.14
xnor2_1	0.09
o31ai_2	0.19
clkdlybuf4s50_1	0.50
cell usage after synthesis (all sizes together), types with 2 or more instances:
| cell | instances |
|---|---|
| o21a | 6 |
| inv | 18 |
| nand2 | 7 |
| a21o | 3 |
| buf | 3 |
| a21oi | 13 |
| xnor2 | 10 |
| o22ai | 5 |
| o211ai | 2 |
| nor3 | 3 |
| nor2b | 2 |
| a31oi | 2 |
| nor2 | 17 |
| o21ai | 6 |
| nand3b | 3 |
| clkbuf | 3 |
| ha | 24 |
report_power, final:
| group | total (mW) | internal (mW) | switching (mW) |
|---|---|---|---|
| combinational | 0.119 | 0.0640 | 0.0548 |
| sequential | 0 | 0 | 0 |
| clock | 0 | 0 | 0 |
| total | 0.119 | 0.0640 | 0.0548 |
cell families (layout without fill, tap and decap cells):
| kind of cell | count (synthesis) | after routing |
|---|---|---|
| buffers and inverters | 24 | 48 |
| adder cells (fa/ha/maj) | 25 | 25 |
| AND/OR/NAND/NOR | 39 | 39 |
| XOR/XNOR | 11 | 11 |
| AND-OR/OR-AND | 46 | 46 |
| multiplexers | 2 | 2 |
worst min-delay path by stage:
stage / from / endpoint / slack [ns]
finish: a[1] / result[1] / 3.54
global route: a[4] / result[4] / 3.60
CTS: a[3] / result[3] / 3.56
No activity file was given, so power comes from the tool's default toggle rates.
